$ cat flow/constraint.sdc
current_design vending_fsm

set clk_period 1.4
set clk_io_pct 0.2

create_clock -name clk0 -period $clk_period [get_ports {clk}]

set non_clock_inputs [all_inputs -no_clocks]
set_input_delay [expr $clk_period * $clk_io_pct] -clock clk0 $non_clock_inputs
set_output_delay [expr $clk_period * $clk_io_pct] -clock clk0 [all_outputs]
$ cat flow/design.v
package i2c_pkg;
    parameter int I2C_ADDR_W = 7;
    parameter int I2C_DATA_W = 8;
    typedef enum logic {
        I2C_WRITE = 1'b0,
        I2C_READ  = 1'b1
    } i2c_rw_e;
    typedef enum logic {
        I2C_ACK  = 1'b0,
        I2C_NACK = 1'b1
    } i2c_ack_e;
endpackage
module vending_fsm(
    input  clk,
    input  rst_n,         
    input  coin5,         
    input  coin10,        
    output reg vend,      
    output reg change     
);
    localparam S_0 = 3'b000, S_5 = 3'b001, S_10 = 3'b010, S_VEND = 3'b011, S_VEND_CHANGE = 3'b100;
    reg [2:0] state, next_state;
    always @(posedge clk or negedge rst_n) begin
        if (!rst_n) 
            state <= S_0;
        else 
            state <= next_state;
    end
    always @(*) begin
        next_state = state;
        vend = 1'b0;
        change = 1'b0;
        case (state)
            S_0: begin
                if (coin5) next_state = S_5;
                else if (coin10) next_state = S_10;
            end
            S_5: begin
                if (coin5) next_state = S_10;
                else if (coin10) next_state = S_VEND;
            end
            S_10: begin
                if (coin5) next_state = S_VEND;
                else if (coin10) next_state = S_VEND_CHANGE;
            end
            S_VEND: begin
                vend = 1'b1;
                next_state = S_0;  
            end
            S_VEND_CHANGE: begin
                vend = 1'b1;
                change = 1'b1;
                next_state = S_0;  
            end
            default: next_state = S_0;  
        endcase
    end
endmodule
$ cat flow/run.sh
#!/bin/bash
# OpenROAD 26Q1-2900-gdf79404cd8, Yosys 0.63+post, stock flow scripts
make -C /OpenROAD-flow-scripts/flow DESIGN_CONFIG=/design/flow/config.mk WORK_HOME=/design/flow/orfs finish
$ cat flow/config.mk
export PLATFORM = sky130hd
export DESIGN_NAME = vending_fsm
export DESIGN_NICKNAME = vending_fsm
export VERILOG_FILES = /design/flow/design.v
export SDC_FILE = /design/flow/constraint.sdc
export NUM_CORES = 4
export LEC_CHECK = 1
export CORE_AREA = 10 10 70 70
export DIE_AREA = 0 0 80 80
export SYNTH_HDL_FRONTEND = slang
==> changes_impl.md <==
### Physical design

* Outcome: completed
* Detailed placement HPWL at 304 um
* Fin util at between 10% and 20%
* Yosys reg bits at 5
* P_leak at between 0.15 and 0.2 nW
* Worst stage delay on the critical path at approximately 460 ps
* CP startpoint kind: flop
* H-tree depth at 1
* Register share after synthesis at ~64%
* FP Util at 5.79%
* Avg Cell Area, Syn at between 10 and 15 um2
* Largest net degree at the start of global routing at 8
* HP Class: in -> async
* Cells on worst reg2reg path at 4
* Area of the core at about 3400 um2
* GRT Util Overall at under 10%
* Number of buffer and inverter stages on the critical path at 1
* Clock Sinks at 5
* CTS tree: done
* Cts bufs inserted at 3
* Area Overhead vs Synth at 75.9%
* CTS Buffer Depth at 2
* FP Rows at 21
* Final wirelength at ~390 um
* First-pass GRT wire length at between 600 and 700 um
* Largest area contributor in the netlist: dfrtp_1
* Fillers at 398
* Yosys Chip Area at approximately 200 um2
* Hold Slack at 252 ps
* Max-slew violations at 0
* CP Cell Sequence: clkdlybuf4s50_1
* WP depth at 1
* Vias in the first global route at ~160
* Number of max-cap violations at 0
* DRC at 0
* Slowest cell on crit path: clkdlybuf4s50_1
* Clock transition at the registers of the reported paths at approximately 50 ps
* I/O pin count at 6
* DRT iter0 DRCs at 7
* Tightest Pin Transition at 224 ps
* Syn. warnings at 0
* Largest Register: state
* Routed len/inst at roughly 5.2 um
* Biggest regs: state: 5 flops
* RePlAce Congestion at a little over 0.7
* CTS Root Cell: clkbuf_4
* Power per standard cell area at approximately 950 nW/um2
* Chip width at about 80 um
* Max_slew headroom at 85.0%
* Unique masters post-synth at 11
* Final Setup Violations at 0
* Tool warnings at 25
* IR drop worst, VDD at 0.167 mV
* RSZ-0062 raised after global routing: no
* Fraction of layout cells with a size suffix above 1 at between 20% and 30%
* Mapped Cells at 19
* Synth Cell Area at between 150 and 200 um2
* Setup TNS at 0 ps
* Max Fclk at roughly 760 MHz
* Post-route ant nets at 0
* Minimum clock period at ~1300 ps
* Via density at between 2 and 2.5
* Layout Skew at between 2 and 3 ps
* Top cell type's share of synthesized area at about half
* Max reg flops at 5
* Crit end category: output pin
* Yosys Instances at 19
* Via count at roughly 170
* Worst-path fanout max at 2
* Kind of critical path: reg -> out
* GRT overflow at 0
* Clk latency of the worst-skew pair at 250 ps
* # port buffers at 5
* Die area at 6400 um2
* Crit path arrival time at a little over 1000 ps
* Die y size at 80 um
* DR pass1 iterations at 4
* Final Hold Vio Count at 0
* CP Data Required Time at 1120 ps
* Period utilisation layout at a little over nine tenths
* CP top delay family: buffers and inverters
* Synth area leaders: dfrtp_1 (51%), dfstp_2 (13%), nand2_1 (7.6%), mux2i_1 (5.1%), o21ai_0 (5.1%)
* Initial antenna violation count at 0
* Diodes inserted at 0
==> metal layers <==
metal	global-route usage, %	routed length (um)	vias to the layer above
met5	0	0	-
met4	0.176	0	0
met3	1.82	107	0
met2	1.61	135	12
met1	1.34	150	73
li1	-	-	82
==> power by group <==
group | switching [mW] | internal (mW)
clock network | 0.0661 | 0.104
logic | 0.00789 | 0.00896
registers | 0 | 0.145
total | 0.0740 | 0.258
==> cell usage after synthesis (all sizes together) <==
library cell and count:
or2 1, nand2 4, o21ai 3, nand2b 1
dfstp 1, dfrtp 4, nor2 2, a21o 1
inv 1, mux2i 1
==> final cells by class <==
type                       count  area, um2  area share [%]
clock inverter                 1       5.00            1.44
tap                           46       57.6            16.5
clock buffer                   3       22.5            6.47
inverter                       1       3.75            1.08
sequential                     5        126            36.3
multi-input combinational     13       67.6            19.4
timing repair buffer           7       65.1            18.7
==> metrics by stage <==
stage	power (mW)	std cells	cell area, um2	worst slack, ps
after floorplan	0.149	19	198	583
after global placement	0.164	70	305	118
after detailed placement	0.164	70	305	112
after CTS	0.340	75	339	36.5
after global routing	0.358	76	348	15.2
final	0.332	76	348	87.5
==> logic make-up (layout without fill, tap and decap cells) <==
logic type | after synthesis | in the layout | synth area share (%)
buffers and inverters | 1 | 12 | 1.90
flip-flops | 5 | 5 | 63.9
AND/OR/NAND/NOR | 8 | 8 | 17.7
multiplexers | 1 | 1 | 5.06
AND-OR/OR-AND | 4 | 4 | 11.4
==> cell usage in the layout, fill, tap and decap left out <==
master           synthesis  routed
buf_4                    0       2
mux2i_1                  1       1
clkdlybuf4s50_1          0       4
nand2_1                  4       4
a21o_1                   1       1
dfrtp_1                  4       4
o21ai_0                  2       2
clkbuf_4                 0       3
clkinv_2                 0       1
inv_1                    1       1
or2_1                    1       1
nand2b_1                 1       1
clkdlybuf4s15_1          0       1
dfstp_2                  1       1
nor2_1                   2       2
o21ai_1                  1       1
==> what timing repair did <==
action | CTS | global route
hold buffers | 0 | 0
setup endpoints to repair | 1 | 1
pin swaps | 1 | 1
buffers inserted | 1 | 1
resized | 1 | 1
==> worst paths after layout <==
path / slack (ps) / start / to
worst max register to register: 330 / state[1] / state[0]
worst max-delay path: 90 / state[1] / change
worst min register to register: 490 / state[3] / state[2]
max in group asynchronous: 890 / rst_n / state[0]
min in group clk0: 490 / state[3] / state[2]
worst min-delay path: 250 / rst_n / state[4]
Power is estimated from default activity; no workload was simulated.
