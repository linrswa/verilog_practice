File: flow/run.sh
#!/bin/bash
# OpenROAD 26Q1-2900-gdf79404cd8, Yosys 0.63+post, stock flow scripts
make -C /OpenROAD-flow-scripts/flow DESIGN_CONFIG=/design/flow/config.mk WORK_HOME=/design/flow/orfs finish
File: flow/config.mk
export PLATFORM = sky130hd
export DESIGN_NAME = shift_register_piso
export DESIGN_NICKNAME = shift_register_piso
export VERILOG_FILES = /design/flow/design.v
export SDC_FILE = /design/flow/constraint.sdc
export NUM_CORES = 4
export LEC_CHECK = 1
export CORE_AREA = 10 10 70 70
export DIE_AREA = 0 0 80 80
export SYNTH_HDL_FRONTEND = slang
File: flow/constraint.sdc
current_design shift_register_piso

set clk_period 1.9
set clk_io_pct 0.2

create_clock -name clk0 -period $clk_period [get_ports {clk}]

set non_clock_inputs [all_inputs -no_clocks]
set_input_delay [expr $clk_period * $clk_io_pct] -clock clk0 $non_clock_inputs
set_output_delay [expr $clk_period * $clk_io_pct] -clock clk0 [all_outputs]
File: flow/design.v
package i2c_pkg;
    parameter int I2C_ADDR_W = 7;
    parameter int I2C_DATA_W = 8;
    typedef enum logic {
        I2C_WRITE = 1'b0,
        I2C_READ  = 1'b1
    } i2c_rw_e;
    typedef enum logic {
        I2C_ACK  = 1'b0,
        I2C_NACK = 1'b1
    } i2c_ack_e;
endpackage
`timescale 1ns / 1ps
module shift_register_piso (
    input  wire       clk,          
    input  wire       rst_n,        
    input  wire       load,         
    input  wire       shift_en,     
    input  wire [7:0] data_in,      
    output wire       serial_out,   
    output wire       done          
);
    reg [7:0] shift_reg;   
    reg [2:0] bit_count;   
    always @(posedge clk or negedge rst_n) begin
        if (!rst_n) begin
            shift_reg <= 8'b0;
            bit_count <= 3'd0;
        end else if (load) begin
            shift_reg <= data_in;
            bit_count <= 3'd0;
        end else if (shift_en && !done) begin
            shift_reg <= {shift_reg[6:0], 1'b0};
            bit_count <= bit_count + 1;
        end
    end
    assign done = (bit_count == 3'd7) && shift_en ;   
    assign serial_out = shift_reg[7];   
endmodule
==> reports/metrics.sh <==
CTS_TREE='built'
SLOWEST_STAGE_DELAY_ON_CRITICAL_PATH_NS=0.38
SEQ_AREA_FRAC_SYNTH=0.5116
SYN_AVG_CELL_AREA_UM2=11.21
SETUP_VIOLATING_ENDPOINT_COUNT_IN_THE_FINAL_REPORT=0
AREA_REPORTED_BY_YOSYS_STAT_UM2=538.0
FIRST_ITER_VIOLATIONS=15
REL_SLEW_SLACK=0.6841
DRTANTENNAVIOLNETS=0
CLOCK_PATH_BUFFERS=2
SYNTH.TOP_CELLS.BY_AREA='sky130_fd_sc_hd__dfrtp_1 51%, sky130_fd_sc_hd__mux2i_1 17%, sky130_fd_sc_hd__o21ai_1 5.6%'
POST_SYNTH_INST_COUNT=48
WORST-ENDPOINT-ARRIVAL_NS=1.37
LARGEST_REGISTER_FFS=8
SYNTH-WARNING-COUNT=0
YOSYSTOPAREACELL='sky130_fd_sc_hd__dfrtp_1'
CRIT_SLOWEST_CELL='sky130_fd_sc_hd__dfrtp_1'
TIMING.CLOCK.SKEW_NS=0.006189
PLACEMENTROWS=21
YS_SEQ_ELEMENTS=11
WORSTSETUPENDPOINTTYPE='output port'
TOP_AREA_FRAC=0.5116
SETUP_TNS_NS=0
POWER.DENSITY_CELL_AREA_nW_PER_UM2=666.4
FIRST_PASS_GRT_WIRE_LENGTH_UM=1690
DRT_PRE_ANTENNA_ITERS=3
SETUP_SLACK_AFTER_PLACEMENT_NS=0.07870
PLACED_CELL_COUNT=105
MAXIMUM_NUMBER_OF_PINS_ON_ONE_NET_BEFORE_GLOBAL_ROUTE_REPAIR=13
DRT-VIAS-PER-INSTANCE=3.402
CPLARGESTDELAYFAMILY='flip-flops'
CORE_AREA_UM2=3416
N_FILL_CELL=387
MEASURED_SLEW_AT_THE_WORST_SLEW_CHECK_PIN_NS=0.4724
INITIAL_CORE_UTIL=0.1575
YS.FLOP_TYPE='sky130_fd_sc_hd__dfrtp_1'
SYNTH_CELL_TYPE_COUNT=13
CLK_ROOT_BUFFER_CELL='sky130_fd_sc_hd__clkbuf_4'
WL_PER_CELL_UM=8.821
LEAKAGE_nW=0.3463
IO_BUFFER_COUNT=13
ANTENNA_CELLS=0
CLKSLEWWORSTSETUPHOLDPATHS_NS=0.06
TIMING.HOLD.WORST.CLASS='primary input to asynchronous set/reset pin'
CP_DATA_REQUIRED_TIME_NS=1.52
GRT-OVFL-TOTAL=0
RUN_STATUS='complete, no violations'
FINALCOREUTILIZATION=0.2212
FINAL_MAX_SLEW_VIOL_COUNT=0
FP.DIEAREA_UM2=6400
WORSTPATHCELLLIST='ha_2 -> ha_2 -> and2_2 -> dlygate4sd2_1'
CLOCK_TREE.HTREE_LEVEL_COUNT=1
DIE_WIDTH_UM=80
ASYNC_FLOP_SHARE=1.000
FINAL-HOLD-VIOLATION-COUNT=0
POWER.IR.VDD_WORST_mV=0.3064
DRC=0
FINISH.CELL_COUNT_WITHOUT_FILLERS=112
TOTAL_LENGTH_OF_ROUTED_WIRES_UM=988
SYNTH.CELL_AREA_UM2=538.0
GLOBALPLACE.CONGESTION=0.7358
PERIOD_USED_SHARE=0.9228
OPENROAD_WARNING_COUNT=25
DP.FINAL_HPWL_UM=803.9
YS_CELLS=48
GRT_USAGE=0.03278
SYNTHTOLAYOUTAREAGROWTH_PCT=40.47
IOPINCOUNT=14
CRIT_PATH_START_KIND='register'
CRITICAL_PATH.MOST_COMMON_CELL='sky130_fd_sc_hd__ha_2'
RSZ0062_AT_GRT='false'
GRT_PASS1_VIAS=400
WORSTPATHMAXFANOUT=2
EDF_COUNT=0
POST-ROUTE-WORST-SETUP-SLACK_NS=0.1466
CLK-INSERTION-DELAY-LATE_NS=0.26
FINAL_LAYOUT_SIZE_SUFFIX_GT1_FRAC=0.1667
CAP_VIOL_MAX_COUNT=0
CTS_MADE_BUFFERS=3
CRITICAL_PATH_CLASS='register to output port'
VIAS=381
FMAX_MHz=570.3
CTS.SINKS=11
MIN_PERIOD_NS=1.753
WP_BUF_INV=1
DIE_HEIGHT_UM=80
ANTENNA_VIOLATIONS_BEFORE_REPAIR=0
==> cell families after synthesis <==
logic type / count (synthesis) / share of synthesized area
AND/OR/NAND/NOR: 14 / 0.1279
flip-flops: 11 / 0.5116
multiplexers: 9 / 0.1674
AND-OR/OR-AND: 8 / 0.07442
buffers and inverters: 3 / 0.05582
adder cells (fa/ha/maj): 2 / 0.04650
XOR/XNOR: 1 / 0.01628
==> stage by stage <==
| step | area, um2 | total power, W | hold slack (ns) |
|---|---|---|---|
| global route | 755.7 | 0.0005394 | 0.4765 |
| global placement | 703.2 | 0.0003511 | 0.5075 |
| CTS | 755.7 | 0.0005137 | 0.4500 |
| floorplan | 538.0 | 0.0003171 | 0.08441 |
| detailed placement | 703.2 | 0.0003551 | 0.5226 |
| finish | 755.7 | 0.0005036 | 0.4400 |
==> final cells by class <==
type                    instances  area [um2]  area share
repair buffers                 17       158.9      0.2103
flip-flops and latches         11       275.3      0.3642
clock buffers                   4       26.28     0.03477
multi-input cells              34       237.7      0.3146
well taps                      46       57.56     0.07616
==> routing by layer <==
metal  up-vias  GRT usage  wire (um)
li1        200          -          -
met1       168    0.04324        496
met2        13    0.04655        391
met3         0    0.02159        100
met4         0          0          0
met5         -          0          0
==> placed cells by master (no fill, tap or decap) <==
cell type and instances:
sky130_fd_sc_hd__and2_2 1, sky130_fd_sc_hd__nor2_1 3, sky130_fd_sc_hd__clkdlybuf4s50_1 12, sky130_fd_sc_hd__nor2b_4 1
sky130_fd_sc_hd__buf_4 4, sky130_fd_sc_hd__clkbuf_1 1, sky130_fd_sc_hd__mux2i_1 9, sky130_fd_sc_hd__dlygate4sd2_1 1
sky130_fd_sc_hd__nand2_1 8, sky130_fd_sc_hd__o21ai_1 6, sky130_fd_sc_hd__clkbuf_4 3, sky130_fd_sc_hd__xnor2_1 1
sky130_fd_sc_hd__o21ai_0 2, sky130_fd_sc_hd__ha_2 2, sky130_fd_sc_hd__nand2b_1 1, sky130_fd_sc_hd__dfrtp_1 11
==> cell usage after synthesis, types with 2 or more instances <==
master,number
sky130_fd_sc_hd__nand2_1,8
sky130_fd_sc_hd__buf_2,2
sky130_fd_sc_hd__dfrtp_1,11
sky130_fd_sc_hd__o21ai_0,2
sky130_fd_sc_hd__nor2_1,3
sky130_fd_sc_hd__o21ai_1,6
sky130_fd_sc_hd__ha_1,2
sky130_fd_sc_hd__mux2i_1,9
==> final timing paths <==
check	start	end	slack (ns)	depth (start not counted)
hold / removal	rst_n	bit_count[0]$_DFFE_PN0P_	0.44	1
min in group clk0	bit_count[2]$_DFFE_PN0P_	bit_count[2]$_DFFE_PN0P_	0.54	2
hold reg to reg	bit_count[2]$_DFFE_PN0P_	bit_count[2]$_DFFE_PN0P_	0.54	2
max in group asynchronous	rst_n	shift_reg[5]$_DFFE_PN0P_	1.13	1
setup / recovery	bit_count[1]$_DFFE_PN0P_	done	0.15	4
setup reg to reg	bit_count[1]$_DFFE_PN0P_	shift_reg[2]$_DFFE_PN0P_	0.25	6
==> what timing repair did <==
action                     4_1_cts  5_1_grt
hold buffers                     0        0
gates resized                    3        0
setup endpoints to repair        1        0
buffers inserted                 3        0
hold endpoints to repair         0        0
==> report_power, final <==
group / switching [W] / internal, W
Sequential: 0.0000114 / 0.000255
Clock: 0.0000674 / 0.0000809
Combinational: 0.0000349 / 0.0000536
Total: 0.000114 / 0.000390
No activity file was given, so power comes from the tool's default toggle rates.
