==> flow/design.v <==
package i2c_pkg;
    parameter int I2C_ADDR_W = 7;
    parameter int I2C_DATA_W = 8;
    typedef enum logic {
        I2C_WRITE = 1'b0,
        I2C_READ  = 1'b1
    } i2c_rw_e;
    typedef enum logic {
        I2C_ACK  = 1'b0,
        I2C_NACK = 1'b1
    } i2c_ack_e;
endpackage
`timescale 1ns / 1ps
module i2c_clk_div
#(
    parameter int DIV = 16
    )(
    input  logic clk,
    input  logic rst_n,
    input  logic i_en,
    output logic o_scl
);
  typedef enum logic [1:0] {
    FALLING,
    LOW_MID,
    RISING,
    HIGH_MID
  } scl_state_e;
  localparam int CNT_W = (DIV <= 1) ? 1 : $clog2(DIV);
  localparam int QUARTER = DIV / 4;
  logic [(CNT_W-1):0] counter;
  scl_state_e phase;
  always_comb begin
    if (counter < CNT_W'(QUARTER)) begin
      phase = FALLING;
    end else if (counter < CNT_W'(2 * QUARTER)) begin
      phase = LOW_MID;
    end else if (counter < CNT_W'(3 * QUARTER)) begin
      phase = RISING;
    end else begin
      phase = HIGH_MID;
    end
  end
  always_comb begin
    o_scl = 1'b0;
    case (phase)
      FALLING:  o_scl = 1'b0;
      LOW_MID:  o_scl = 1'b0;
      RISING:   o_scl = 1'b1;
      HIGH_MID: o_scl = 1'b1;
      default:  o_scl = 1'b0;
    endcase
  end
  always_ff @(posedge clk or negedge rst_n) begin
    if (!rst_n) begin
      counter <= 0;
    end else if (!i_en) begin
      counter <= 0;
    end else begin
      if (counter >= CNT_W'(DIV - 1)) begin
        counter <= 0;
      end else begin
        counter <= counter + 1;
      end
    end
  end
endmodule
==> flow/run.sh <==
#!/bin/bash
# OpenROAD 26Q1-2900-gdf79404cd8, Yosys 0.63+post, stock flow scripts
make -C /OpenROAD-flow-scripts/flow DESIGN_CONFIG=/design/flow/config.mk WORK_HOME=/design/flow/orfs finish
==> flow/config.mk <==
export PLATFORM = sky130hd
export DESIGN_NAME = i2c_clk_div
export DESIGN_NICKNAME = i2c_clk_div
export VERILOG_FILES = /design/flow/design.v
export SDC_FILE = /design/flow/constraint.sdc
export NUM_CORES = 4
export LEC_CHECK = 1
export CORE_AREA = 10 10 70 70
export DIE_AREA = 0 0 80 80
export SYNTH_HDL_FRONTEND = slang
==> flow/constraint.sdc <==
current_design i2c_clk_div

set clk_period 1.3
set clk_io_pct 0.2

create_clock -name clk0 -period $clk_period [get_ports {clk}]

set non_clock_inputs [all_inputs -no_clocks]
set_input_delay [expr $clk_period * $clk_io_pct] -clock clk0 $non_clock_inputs
set_output_delay [expr $clk_period * $clk_io_pct] -clock clk0 [all_outputs]
==> out/metrics.cfg <==
[outcome]
status=finished clean

[route]
drtAntennaViolNets=0
drcViolationCount=0
wire_per_inst_um=5.46
wl_um=366
antenna_cells=0
routed_via_density=1.79
drtPass1Iterations=3
dr.first_iter.drc_count=6
via_count=120

[final_timing]
finalCritPeriodShare_pct=84.4
worst_clock_skew_ns=0.00586
fmax_mhz=911
relSlewSlack_pct=87.4
finalWorstSetupSlack_ns=0.202
whs_ns=0.227
worst_pin_slew_ns=0.189
setup_tns_ns=0
drv_slew=0
rsz0062_at_grt=false
hold_viol=0
fin_crit_ns=1.10
setup_viol=0

[layout]
top_regs=counter x4
layout-drive-gt1-share_pct=23.8
regMostFlops=counter
largest_reg_flops=4
finish.instance_area_um2=290
fin_util_pct=8.50
final_cell_count_no_fill=67
area_growth_pct=63.4

[die]
die_y_um=80
fp.dieArea_mm2=0.00640
die_x_um=80
core_mm2=0.00342
initial_core_util_pct=5.20
rows=21
ios=4

[critical_path]
worst_path_dominant_cell_family=flip-flops
critPathSlowestCell=dfrtp_1
max_stage_delay_ns=0.36
worstSetupEndpointType=output port
critPathLaunchType=register
crit_buf_inv=1
path_cells=dlygate4sd2_1
cp.required_ns=1.04
crit_fanout=2
crit_type=reg -> out
worst-endpoint-arrival_ns=0.84

[job]
warnings=25
max_cap_violations=0

[placed_design]
preCtsSetupSlack_ns=0.219
place_area_um2=262
place.gp.congestion=0.663
dp_cells=63
port-buffer-count=3

[synthesis]
async_reset_ff_share_pct=100
ys_seq_elements=4
ys_cells=15
synth_cell_types=11
top_cell=dfrtp_1
edf_count=0
syn_inst=15
synth_warnings=0
ys_top_cells_by_area=dfrtp_1 (56%), and2_1 (7.0%), ha_1 (7.0%)
ys_area_um2=178
avgSynthCellArea_um2=11.8
largest_area_cell=dfrtp_1
syn_area_um2=178
synth_top_flop_cell=dfrtp_1
ys_seq_share_pct=56.3
synth_top_area_share_pct=56.3
synth.top_cells.by_count=dfrtp_1 (4), and2_1 (2)

[clocking]
cts_tree=done
clock_latency_ns=0.24
htree_levels=1
clkTransAtPathRegs_ns=0.04
cts_hold_buffers=0
clockBufferDepth=2
cts_buffers=3
root_buffer=clkbuf_4
clock_sinks=4

[global_routing]
antenna_found_initial=0
grt_use_total_pct=1.41
grt_max_degree=5
grt_pass1_vias=146
grt.overflow.total=0
grt_pass1_wl_um=614

[min_path]
hp-class=in -> async

[power_and_ir_drop]
internal-power_uw=251
static-leakage-power_nw=0.120
peakVddDrop_mv=0.152
power_uw=319
switchingPower_uw=68.1
seq_power_share_pct=44.1
p_comb_share_pct=7.8
p_clk_share_pct=48.1
power_density_mw_per_mm2=1100
swShare_pct=21.4

==> placed cells by master, fill, tap and decap left out <==
cell type        count
nor2b_1              1
clkbuf_4             3
ha_1                 1
clkdlybuf4s50_1      2
buf_4                1
and2_1               2
nand4b_1             1
a21oi_2              1
dlygate4sd2_1        1
dfrtp_1              4
o21ai_1              1
a21boi_1             1
inv_1                1
xor2_1               1
==> power by group through the flow <==
stage | combinational [mW] | sequential, mW | clock [mW]
final | 0.0248 | 0.141 | 0.153
after global routing | 0.0294 | 0.142 | 0.179
after CTS | 0.0254 | 0.141 | 0.161
==> area by class of cell <==
class	instances	area (µm²)
sequential	4	100
multi-input combinational	9	70.1
clock buffer	3	22.5
inverter	1	3.75
timing repair buffer	4	36.3
fill	409	3130
tap	46	57.6
==> kinds of logic (layout without fill, tap and decap cells) <==
group	count (synthesis)	count (layout)	synth area share, %
DFF	4	4	56.3
adders and majority gates	1	1	7.04
buffers and inverters	2	8	4.22
AOI/OAI and AO/OA	3	3	12.0
xor gates and xnor gates	1	1	4.93
and+or+nand+nor	4	4	15.5
==> path summary, 6_finish.rpt <==
check / start / to / slack (ns) / cells past startpoint
max in group asynchronous: rst_n / counter[1] / 0.90 / 1
setup reg to reg: counter[0] / counter[2] / 0.24 / 3
hold / removal: rst_n / counter[2] / 0.23 / 1
setup / recovery: counter[3] / o_scl / 0.20 / 1
min in group clk0: counter[0] / counter[0] / 0.50 / 1
hold reg to reg: counter[0] / counter[0] / 0.50 / 1
==> metal layers <==
| metal | vias up | GRT usage [%] | share of wire [%] |
|---|---|---|---|
| li1 | 61 | - | - |
| met1 | 51 | 1.34 | 45 |
| met2 | 8 | 1.28 | 28 |
| met3 | 0 | 2.61 | 27 |
| met4 | 0 | 0.352 | 0 |
| met5 | - | 0 | 0 |
==> repair_timing <==
action	CTS	global route
gates resized	1	0
setup endpoints to repair	1	0
buffers inserted	1	0
Power and IR drop assume default switching activity.
